==> flow/design.v <==
`timescale 1ns / 1ps
module PE_dataloader #(
    parameter IFMAP_ADDR_BITWIDTH  = 7,
    parameter WEIGHT_ADDR_BITWIDTH = 9,
    parameter DATA_BITWIDTH        = 8
    )(
    input clk,
    input reset,
    input [9:0] ifmap_width,
    input [2:0] kernel_width,
    input [7:0] o_channel,     
    input [2:0] stride,
    input [2:0] padding,
    input load_req,
    input conv_req,
    output reg [2:0] load_state,
    output reg [1:0] conv_state,
    input ifmap_fifo_empty,
    input signed [DATA_BITWIDTH-1:0] ifmap_fifo_data,
    input weight_fifo_empty,
    input signed [DATA_BITWIDTH-1:0] weight_fifo_data,
    output signed [DATA_BITWIDTH-1:0] ifmap_data,
    output signed [DATA_BITWIDTH-1:0] weight_data,
    output reg mac_en
);
    localparam  IDLE             = 3'b000,
                LOAD             = 3'b001,
                LOAD_IFMAP_DONE  = 3'b011,
                LOAD_WEIGHT_DONE = 3'b101,
                DONE             = 3'b111;
    localparam  CONV_IDLE        = 2'b00,
                CONV_RUN         = 2'b01,
                CONV_DONE        = 2'b10;
    reg [9:0]                       ifmap_w_virtual_addr;
    reg [9:0]                       weight_w_virtual_addr;
    reg [9:0]                       ifmap_r_virtual_addr_pointer;
    reg [9:0]                       weight_r_virtual_addr_pointer;
    reg [2:0]                       kernel_index;
    wire [IFMAP_ADDR_BITWIDTH-1:0]  ifmap_w_addr_pointer;
    wire [WEIGHT_ADDR_BITWIDTH-1:0] weight_w_addr_pointer;
    wire [9:0] ifmap_r_virtual_addr;
    wire [9:0] weight_r_virtual_addr;
    wire [IFMAP_ADDR_BITWIDTH-1:0]  ifmap_r_addr;
    wire [WEIGHT_ADDR_BITWIDTH-1:0] weight_r_addr;
    assign ifmap_w_addr_pointer = ifmap_w_virtual_addr[IFMAP_ADDR_BITWIDTH-1:0];
    assign weight_w_addr_pointer = weight_w_virtual_addr[WEIGHT_ADDR_BITWIDTH-1:0];
    assign ifmap_r_virtual_addr = ifmap_r_virtual_addr_pointer + kernel_index;
    assign weight_r_virtual_addr = weight_r_virtual_addr_pointer + kernel_index;
    assign ifmap_r_addr = ifmap_r_virtual_addr[IFMAP_ADDR_BITWIDTH-1:0];
    assign weight_r_addr = weight_r_virtual_addr[WEIGHT_ADDR_BITWIDTH-1:0];
    wire [10-IFMAP_ADDR_BITWIDTH-1:0] ifmap_w_iter;
    wire [10-WEIGHT_ADDR_BITWIDTH-1:0] weight_w_iter;
    wire [10-IFMAP_ADDR_BITWIDTH-1:0] ifmap_r_iter;
    wire [10-WEIGHT_ADDR_BITWIDTH-1:0] weight_r_iter;
    assign ifmap_w_iter   = ifmap_w_virtual_addr[9:IFMAP_ADDR_BITWIDTH];
    assign weight_w_iter  = weight_w_virtual_addr[9:WEIGHT_ADDR_BITWIDTH];
    assign ifmap_r_iter   = ifmap_r_virtual_addr_pointer[9:IFMAP_ADDR_BITWIDTH];
    assign weight_r_iter  = weight_r_virtual_addr_pointer[9:WEIGHT_ADDR_BITWIDTH];
    wire ifmap_and_weight_spad_read_req;
    wire                            ifmap_spad_write_en;
    wire signed [DATA_BITWIDTH-1:0] ifmap_spad_w_data;
    wire                            weight_spad_write_en;
    wire signed [DATA_BITWIDTH-1:0] weight_spad_w_data;
    assign ifmap_spad_write_en =    (~ifmap_fifo_empty) && load_state[0] && (~load_state[1]);
    assign weight_spad_write_en =   (~weight_fifo_empty) && load_state[0] && (~load_state[2]);
    assign ifmap_and_weight_spad_read_req = ((ifmap_w_virtual_addr > ifmap_r_virtual_addr)
                                            && (weight_w_virtual_addr > weight_r_virtual_addr)
                                            && (conv_state == CONV_RUN));
    always @(posedge clk or posedge reset) begin
        if (reset) begin
            load_state <= IDLE;
        end else begin
            case (load_state)
                IDLE: begin 
                    if (load_req)
                        load_state <= LOAD;
                    else
                        load_state <= IDLE;
                end
                LOAD: begin
                    if (ifmap_width == ifmap_w_virtual_addr)
                        load_state <= LOAD_IFMAP_DONE;
                    else if (o_channel == weight_w_virtual_addr)
                        load_state <= LOAD_WEIGHT_DONE;
                    else
                        load_state <= LOAD;
                end
                LOAD_IFMAP_DONE: begin
                    if (o_channel == weight_w_virtual_addr)
                        load_state <= DONE;
                    else
                        load_state <= LOAD_IFMAP_DONE;
                end
                LOAD_WEIGHT_DONE: begin
                    if (ifmap_width == ifmap_w_virtual_addr)
                        load_state <= DONE;
                    else
                        load_state <= LOAD_WEIGHT_DONE;
                end
                DONE: begin
                    if (conv_state == CONV_DONE)
                        load_state <= IDLE;
                    else
                        load_state <= DONE;
                end
                default: load_state <= IDLE;
            endcase
        end
    end
    always @(posedge clk or posedge reset) begin
        if (reset) begin
            conv_state <= CONV_IDLE;
        end else begin
            case (conv_state)
                CONV_IDLE: begin
                    if (conv_req)
                        conv_state <= CONV_RUN;
                    else
                        conv_state <= CONV_IDLE;
                end
                CONV_RUN: begin
                    if ((ifmap_width == ifmap_r_virtual_addr) &&
                        (o_channel   == weight_r_virtual_addr))
                        conv_state <= CONV_DONE;
                    else
                        conv_state <= CONV_RUN;
                end
                CONV_DONE: begin
                    conv_state <= CONV_IDLE;
                end
                default: conv_state <= CONV_IDLE;
            endcase
        end
    end
    spad #(
        .DATA_BITWIDTH(DATA_BITWIDTH),
        .ADDR_BITWIDTH(IFMAP_ADDR_BITWIDTH)
    )
    ifmap_spad (
        .clk(clk),
        .reset(reset),
        .read_req(ifmap_and_weight_spad_read_req),
        .write_en(ifmap_spad_write_en),
        .r_addr(ifmap_r_addr),
        .w_addr(ifmap_w_addr_pointer),
        .w_data(ifmap_fifo_data),
        .r_data(ifmap_data)
    );
    spad #(
        .DATA_BITWIDTH(DATA_BITWIDTH),
        .ADDR_BITWIDTH(WEIGHT_ADDR_BITWIDTH)
    )
    weight_spad (
        .clk(clk),
        .reset(reset),
        .read_req(ifmap_and_weight_spad_read_req),
        .write_en(weight_spad_write_en),
        .r_addr(weight_r_addr),
        .w_addr(weight_w_addr_pointer),
        .w_data(weight_fifo_data),
        .r_data(weight_data)
    );
    always @(posedge clk or posedge reset) begin
        if (reset) begin
            ifmap_w_virtual_addr <= 0;
        end else if (ifmap_spad_write_en) begin
            ifmap_w_virtual_addr <= ifmap_w_virtual_addr + 1;
        end else begin
            ifmap_w_virtual_addr <= ifmap_w_virtual_addr;
        end
    end
    always @(posedge clk or posedge reset) begin
        if (reset) begin
            weight_w_virtual_addr <= 0;
        end else if (weight_spad_write_en) begin
            weight_w_virtual_addr <= weight_w_virtual_addr + 1;
        end else begin
            weight_w_virtual_addr <= weight_w_virtual_addr;
        end
    end
    always @(posedge clk or posedge reset) begin
        if (reset) begin
            kernel_index <= 0;
        end else if ((conv_state==CONV_RUN) && (ifmap_and_weight_spad_read_req) && (kernel_index != kernel_width)) begin
            kernel_index <= kernel_index + 1;
        end else if ((conv_state==CONV_RUN) && (ifmap_and_weight_spad_read_req) && (kernel_index == kernel_width)) begin
            kernel_index <= 0;
        end else begin
            kernel_index <= kernel_index;
        end
    end
    always @(posedge clk or posedge reset) begin
        if (reset) begin
            ifmap_r_virtual_addr_pointer <= 0;
            weight_r_virtual_addr_pointer <= 0;
        end else if (ifmap_and_weight_spad_read_req && (kernel_index == kernel_width)) begin
            ifmap_r_virtual_addr_pointer <= ifmap_r_virtual_addr_pointer + stride;
            if (ifmap_r_virtual_addr == (ifmap_width - 1))
                weight_r_virtual_addr_pointer <= weight_r_virtual_addr_pointer + kernel_width;
            else
                weight_r_virtual_addr_pointer <= weight_r_virtual_addr_pointer;
        end else begin
            ifmap_r_virtual_addr_pointer <= ifmap_r_virtual_addr_pointer;
            weight_r_virtual_addr_pointer <= weight_r_virtual_addr_pointer;
        end
    end
    always @(posedge clk or posedge reset) begin
        if (reset) begin
            mac_en <= 0;
        end else if (conv_state == CONV_RUN) begin
            if (kernel_index == kernel_width)
                mac_en <= 0;
            else
                mac_en <= 1;
        end else begin
            mac_en <= 0;
        end
    end
endmodule
`timescale 1ns / 1ps
module spad #( parameter DATA_BITWIDTH = 16,
			 parameter ADDR_BITWIDTH = 9 )
		   ( input clk,
			 input reset,
			 input read_req,
			 input write_en,
			 input [ADDR_BITWIDTH-1 : 0] r_addr,
			 input [ADDR_BITWIDTH-1 : 0] w_addr,
			 input signed [DATA_BITWIDTH-1 : 0] w_data,
			 output signed [DATA_BITWIDTH-1 : 0] r_data
    );
	reg [DATA_BITWIDTH-1 : 0] mem [0 : (1 << ADDR_BITWIDTH) - 1]; 
	reg [DATA_BITWIDTH-1 : 0] data;
	always@(posedge clk) begin : READ
		if(reset)
			data <= 0;
		else
		begin
			if(read_req) begin
				data <= mem[r_addr];
			end
			else begin
				data <= 10101;
			end
		end
	end
	assign r_data = data;
	always@(posedge clk) begin : WRITE
		if(write_en && !reset) begin
			mem[w_addr] <= w_data;
		end
	end
endmodule
==> flow/run.sh <==
#!/bin/bash
# OpenROAD 26Q1-2900-gdf79404cd8, Yosys 0.63+post, stock flow scripts
make -C /OpenROAD-flow-scripts/flow DESIGN_CONFIG=/design/flow/config.mk WORK_HOME=/design/flow/orfs finish
==> flow/config.mk <==
export PLATFORM = sky130hd
export DESIGN_NAME = PE_dataloader
export DESIGN_NICKNAME = PE_dataloader
export VERILOG_FILES = /design/flow/design.v
export SDC_FILE = /design/flow/constraint.sdc
export NUM_CORES = 4
export LEC_CHECK = 1
export CORE_UTILIZATION = 30
export SYNTH_MEMORY_MAX_BITS = 65536
==> flow/constraint.sdc <==
current_design PE_dataloader

set clk_period 121.2
set clk_io_pct 0.2

create_clock -name clk0 -period $clk_period [get_ports {clk}]

set non_clock_inputs [all_inputs -no_clocks]
set_input_delay [expr $clk_period * $clk_io_pct] -clock clk0 $non_clock_inputs
set_output_delay [expr $clk_period * $clk_io_pct] -clock clk0 [all_outputs]
==> reports/metrics.cfg <==
[outcome]
status=complete, no violations

[critical_path]
r2r_cells=16
max_stage_delay_ps=720
endpoint=weight_spad.mem[444][4]
required_ps=121820
crit_path_start=reset
worstPathArrival_ps=27880
endpoint_kind=flip-flop
rr_endpoint=weight_spad.data[4]
r2r-start=kernel_index[0]
path_max_fanout=26
critPathMostFrequentCell=buf_4
startpoint_type=primary input
cp.buffers_inverters=5
crit_path_top_delay_cell=nor2_1
worstSetupPathType=primary input to flip-flop
r2r_slack_ps=112140
cp_top_family=buffers and inverters
crit_path_cell_trace=clkdlybuf4s50_1 -> buf_4 -> inv_2 -> and3_1 -> nand2_4 -> buf_4 -> buf_4 -> nor2_1
path_depth=8

[min_path]
hp-class=flip-flop to flip-flop
min_path_cells=1

[final_timing]
drv_slew=0
fin_skew_ps=124.9
hold_viol_final=0
setup_viol=0
max_freq_ghz=0.03669
period_used_pct=22.49
fin_crit_ps=27260
worst_slack_ps=93940
slew_headroom_pct=25.03
rsz0062_at_grt=no
tns_ps=0
worstMarginPinSlew_ps=1117

[place]
dp_slack_ps=92930
gp_congestion=0.8884
io_buffers=67
hpwl_um=322600
place_inst=18730

[detailed_routing]
first_pass_iters=5
num_vias=98300
vias_per_cell=4.997
wl_per_cell_um=26.79
drc=0
totalWireLength_um=526900
drtIter0Drc=6803
ant_nets=0

[synth]
synthFlopType=edfxtp_1
most_common_cell=edfxtp_1
avgSynthCellArea_um2=20.66
syn_area_um2=203900
syn_inst=9868
postSynthSeqShare_pct=76.18
async_flop_share_pct=0.9450
synth_cell_type_count=90
top_area_cell=edfxtp_1
ys_area_um2=203900
top_cell_area_share_pct=75.42
common_cells=edfxtp_1, mux4_2, nor2_1
synth-edff-count=5120
ys_warn_count=3
top_cells_by_area=edfxtp_1, mux4_2, nor2_1, nand2_1, dfrtp_1
yosys_cells=9868
ys_ff=5185

[clock_network]
ctsHoldBuffers=0
cts_buffers=481
clockBufferDepth=4
h-tree-depth=5
cts_resized=0
post_cts.repair.setup_buffers=0
clock_latency_ps=1090
cts_tree=yes
cts-root-buf=clkbuf_16
clkSinkCount=5185
path_clk_slew_ps=60

[floorplan]
core_area_um2=676800
core_util_floorplan_pct=30.12
io_pins=71
placementRows=302
die_w_um=826.3
die_h_um=826.3
die_area_um2=682800

[global_routing]
grt_pass1_vias=107600
grt_max_degree=94
grt_remaining_overflow=0
grt_pass1_wl_um=760200
antenna_found_initial=34
grt_use_met1_pct=18.70
track_usage_pct=16.46
grtUsageMet2_pct=24.23
met3_usage_pct=13.06
grt.busiest_layer=met2

[power_and_ir_drop]
leakagePower_nw=70.32
pwr_density_cell_nw_per_um2=21.12
vdd_drop_max_uv=23.41
finalPower_mw=4.885

[final_layout]
layout.cells.non_filler=19670
fillers=62340
syn_to_final_growth_pct=13.46
drive_above_1_share_pct=24.05

[flow_run]
tool_warnings=33
maxCapViolCount=0

-- area by class of cell --
class	instances	area, um^2	area share [%]
inverters	29	128.9	0.05572
flip-flops and latches	5185	155300	67.14
clock buffers	605	12600	5.447
diodes	56	140.1	0.06059
repair buffers	486	3961	1.713
clock inverters	277	2505	1.083
well taps	8968	11220	4.851
multi-input cells	4065	45440	19.65
-- state kept, by name, indices dropped and copies added (netlist names) --
| signal | cells |
|---|---|
| ifmap_spad.mem | 1024 |
| conv_state | 2 |
| weight_spad.data | 8 |
| weight_w_virtual_addr | 10 |
| weight_spad.mem | 4096 |
| weight_r_virtual_addr_pointer | 10 |
| load_state | 3 |
| kernel_index | 3 |
| ifmap_spad.data | 8 |
| ifmap_w_virtual_addr | 10 |
| ifmap_r_virtual_addr_pointer | 10 |
| mac_en | 1 |
-- metrics by stage --
step | instance area (um^2) | hold WS [ps] | util [%]
after floorplan | 203900 | 452.5 | -
after global placement | 216000 | 481.4 | 31.92
after detailed placement | 216000 | 485.0 | 31.92
after CTS | 231100 | 497.6 | 34.16
after global routing | 231200 | 504.5 | 34.17
final | 231300 | 493.2 | 34.18
-- logic make-up after synthesis --
| kind of cell | count (synthesis) | synth area share [%] |
|---|---|---|
| compound gates | 425 | 1.434 |
| xor+xnor | 91 | 0.4082 |
| fa+ha+maj | 40 | 0.2596 |
| buf+inv | 618 | 1.688 |
| flops | 5185 | 76.18 |
| mux | 1507 | 15.90 |
| simple gates | 2002 | 4.130 |
-- how the worst min path moves through the flow --
stage | end | start
finish | ifmap_r_virtual_addr_pointer[9] | ifmap_r_virtual_addr_pointer[9]
global route | ifmap_r_virtual_addr_pointer[9] | ifmap_r_virtual_addr_pointer[9]
CTS | ifmap_r_virtual_addr_pointer[9] | ifmap_r_virtual_addr_pointer[9]
-- routing by layer --
metal	share of wire, %	routed length (um)
met1	33	173900
met5	0.30	1565
met2	46	242900
met4	3.2	16740
met3	17	91770
-- layout by cell type, fill, tap and decap left out, drive strengths merged, types with 18 or more instances in the layout --
| master | count |
|---|---|
| xor2 | 39 |
| bufinv | 31 |
| nor3 | 35 |
| nand4 | 36 |
| buf | 435 |
| nand3 | 156 |
| and3 | 83 |
| clkinv | 218 |
| a311oi | 30 |
| a21oi | 108 |
| mux2i | 103 |
| clkdlybuf4s50 | 51 |
| o22ai | 22 |
| and2 | 18 |
| dfrtp | 49 |
| edfxtp | 5120 |
| clkbuf | 605 |
| inv | 41 |
| nor4 | 36 |
| a22oi | 26 |
| a31oi | 46 |
| mux4 | 1382 |
| a211oi | 20 |
| nor2 | 799 |
| o21ai | 50 |
| a221oi | 19 |
| xnor2 | 50 |
| a32oi | 23 |
| o211ai | 18 |
| diode | 56 |
| mux2 | 22 |
| nand2 | 775 |
| ha | 35 |
| nor2b | 20 |
-- power by group --
part | switching [mW] | total [mW] | internal (mW)
combinational | 0.798 | 1.42 | 0.627
sequential | 0.0115 | 1.99 | 1.98
clock | 0.665 | 1.47 | 0.802
No activity file was given, so power comes from the tool's default toggle rates.
