--- design/flow/design.v ---
`timescale 1ns / 1ps
module PE_control #(
	parameter DATA_BITWIDTH = 16,
	parameter PSUM_BITWIDTH = 32,
	parameter IFMAP_ADDR_BITWIDTH = 4,
	parameter WGHT_ADDR_BITWIDTH = 8,
	parameter PSUM_ADDR_BITWIDTH = 5,
    parameter P = 24,    
    parameter Q = 4,      
    parameter S = 3,     
    parameter U = 1      
)(
    input clk,
    input rst,
    input start,
    output o_idle,
    output o_load,
    output o_conv,
    output o_done,
	output reg [IFMAP_ADDR_BITWIDTH-1:0] ifmap_ra,
	output reg [WGHT_ADDR_BITWIDTH-1:0] wght_ra,
	output reg [PSUM_ADDR_BITWIDTH-1:0] psum_ra,
	output reg [IFMAP_ADDR_BITWIDTH-1:0] ifmap_wa,
	output reg [WGHT_ADDR_BITWIDTH-1:0] wght_wa,
	output reg [PSUM_ADDR_BITWIDTH-1:0] psum_wa,
	output reg ifmap_we,
	output reg wght_we,
	output reg psum_we,
    output reg acc_sel,
    output reg rst_psum
);
    localparam  IDLE             = 2'h0;
    localparam  LOAD             = 2'h1;
    localparam  CONV             = 2'h2;
    localparam  DONE             = 2'h3;
    reg [1:0] state;
    reg [1:0] n_state;
    reg [IFMAP_ADDR_BITWIDTH-1:0] ifmap_load_cnt;
    reg [WGHT_ADDR_BITWIDTH-1:0] wght_load_cnt;
    wire ifmap_load_done, wght_load_done;
    wire load_done, conv_done;
    always @(posedge clk) begin
        if(rst) begin
            state <= 0;
        end
        else begin
            state <= n_state;
        end
    end
    always @(*) begin
        case(state)
            IDLE: begin
                if(start)
                    n_state = LOAD;
                else
                    n_state = IDLE;
            end
            LOAD: begin
                if(load_done)
                    n_state = CONV;
                else
                    n_state = LOAD;
            end
            CONV: begin
                if(conv_done)
                    n_state = DONE;
                else
                    n_state = CONV;
            end
            DONE: begin
                n_state = IDLE;
            end
        endcase
    end
    always @(posedge clk) begin
        if(rst) begin
            ifmap_wa <= 0;
            wght_wa <= 0;
            ifmap_we <= 0;
            wght_we <= 0;
            rst_psum <= 0;
        end
        else if(state == LOAD) begin
            if(load_done) begin
                ifmap_wa <= 0;
                wght_wa <= 0;
                ifmap_we <= 0;
                wght_we <= 0;
                rst_psum <= 0;
            end
            else begin
                if(ifmap_load_done) begin
                    ifmap_wa <= ifmap_wa;
                    ifmap_we <= 0;
                end
                else begin
                    ifmap_wa <= (ifmap_we == 0) ? ifmap_wa : ifmap_wa + 1;
                    ifmap_we <= 1;
                    rst_psum <= 1;
                end
                if(wght_load_done) begin
                    wght_wa <= wght_wa;
                    wght_we <= 0;
                end
                else begin
                    wght_wa <= (wght_we == 0) ? wght_wa : wght_wa + 1;
                    wght_we <= 1;
                    rst_psum <= 1;
                end
            end
        end
    end
    assign ifmap_load_done = (ifmap_wa == (Q * S) - 1);
    assign wght_load_done = (wght_wa == (P * Q * S) - 1);
    assign load_done = ifmap_load_done && wght_load_done;
    reg [9:0] iter_cnt;
    always @(posedge clk) begin
        if(rst) begin
            ifmap_ra <= 0;
            wght_ra <= 0;
            psum_ra <= 0;
            psum_wa <= 0;
            psum_we <= 0;
            acc_sel <= 0;
            rst_psum <= 0;
            iter_cnt <= 0;
        end
        else if(state == CONV) begin
            if(conv_done) begin
                ifmap_ra <= 0;
                wght_ra <= 0;
                psum_ra <= 0;
                psum_wa <= 0;
                psum_we <= 0;
                acc_sel <= 0;
                rst_psum <= 0;
                iter_cnt <= 0;
            end
            else begin
                ifmap_ra <= iter_cnt / P;
                wght_ra <= ((iter_cnt * Q * S) % (P * Q * S)) + (iter_cnt / P);
                psum_ra <= (iter_cnt + P - 2) % P;
                psum_wa <= (iter_cnt + P - 2) % P;
                psum_we <= (iter_cnt >= 2) && (iter_cnt < P * Q * S) ? 1 : 0;
                acc_sel <= iter_cnt >= P * Q * S;
                rst_psum <= 0;
                iter_cnt <= iter_cnt + 1;
            end
        end
    end
    assign conv_done = (iter_cnt == (P * Q * S) + P);
    assign o_idle = (state == IDLE);
    assign o_load = (state == LOAD);
    assign o_conv = (state == CONV);
    assign o_done = (state == DONE);
endmodule
`timescale 1ns / 1ps
module PE_datapath #(
	parameter DATA_BITWIDTH = 16,
	parameter PSUM_BITWIDTH = 32,
	parameter IFMAP_ADDR_BITWIDTH = 4,
	parameter WGHT_ADDR_BITWIDTH = 8,
	parameter PSUM_ADDR_BITWIDTH = 5
)(
	input clk, rst,
	input ctrl_acc_sel,
	input ctrl_rst_psum,
	input [IFMAP_ADDR_BITWIDTH-1:0] ctrl_ifmap_ra,
	input [WGHT_ADDR_BITWIDTH-1:0] ctrl_wght_ra,
	input [PSUM_ADDR_BITWIDTH-1:0] ctrl_psum_ra,
	input [IFMAP_ADDR_BITWIDTH-1:0] ctrl_ifmap_wa,
	input [WGHT_ADDR_BITWIDTH-1:0]  ctrl_wght_wa,
	input [PSUM_ADDR_BITWIDTH-1:0] ctrl_psum_wa,
	input ctrl_ifmap_we,
	input ctrl_wght_we,
	input ctrl_psum_we,
	input signed [DATA_BITWIDTH-1:0] ifmap_in,
	input signed [DATA_BITWIDTH-1:0] wght_in,
	input signed [PSUM_BITWIDTH-1:0] psum_in,
	output signed [PSUM_BITWIDTH-1:0] psum_out
);
	wire signed [DATA_BITWIDTH-1:0] ifmap_rd;
	wire signed [DATA_BITWIDTH-1:0] wght_rd;
	wire signed [PSUM_BITWIDTH-1:0] psum_rd;
	RF #(
		.DATA_BITWIDTH(DATA_BITWIDTH),
		.ADDR_BITWIDTH(IFMAP_ADDR_BITWIDTH)
	) ifmap_RF (
		.clk(clk),
		.rst(rst),
		.ra(ctrl_ifmap_ra),
		.rd(ifmap_rd),
		.we(ctrl_ifmap_we),
		.wa(ctrl_ifmap_wa),
		.wd(ifmap_in)
	);
	SPad #(
		.DATA_BITWIDTH(DATA_BITWIDTH),
		.ADDR_BITWIDTH(WGHT_ADDR_BITWIDTH)
	) spad_weight ( 
		.clk(clk), 
		.rst(rst), 
		.re(1'b1),
		.ra(ctrl_wght_ra),
		.rd(wght_rd),
		.we(ctrl_wght_we),
		.wa(ctrl_wght_wa),
		.wd(wght_in)
	);
	RF #(
		.DATA_BITWIDTH(PSUM_BITWIDTH),
		.ADDR_BITWIDTH(PSUM_ADDR_BITWIDTH)
	) psum_RF (
		.clk(clk),
		.rst(rst),
		.ra(ctrl_psum_ra),
		.rd(psum_rd),
		.we(ctrl_psum_we),
		.wa(ctrl_psum_wa),
		.wd(psum_out)
	);
	reg [DATA_BITWIDTH-1:0] ifmap_reg;
	reg [PSUM_BITWIDTH-1:0] psum_reg;
	reg [DATA_BITWIDTH-1:0] wght_reg;
	always @(posedge clk) begin
		if(rst) begin
			ifmap_reg <= 0;
			wght_reg <= 0;
			psum_reg <= 0;
		end
		else begin
			ifmap_reg <= ifmap_rd;
			wght_reg <= wght_rd;
			psum_reg <= (ctrl_rst_psum) ? 0 : psum_rd;
		end
	end
	reg [PSUM_BITWIDTH-1:0] mul_reg;
	always @(posedge clk) begin
		if(rst) begin
			mul_reg <= 0;
		end
		else begin
			mul_reg <= ifmap_reg * wght_reg;
		end
	end
	assign psum_out = psum_reg + ((ctrl_acc_sel) ? psum_in : mul_reg);
endmodule
`timescale 1ns / 1ps
module PE_top #(
    parameter DATA_BITWIDTH = 16,
    parameter PSUM_BITWIDTH = 32,
    parameter IFMAP_ADDR_BITWIDTH = 4,
    parameter WGHT_ADDR_BITWIDTH = 8,
    parameter PSUM_ADDR_BITWIDTH = 5,
    parameter P = 6,
    parameter Q = 4,
    parameter S = 3
)(
    input clk,
    input rst,
    input start,
	input signed [DATA_BITWIDTH-1:0] ifmap_in,
	input signed [DATA_BITWIDTH-1:0] wght_in,
	input signed [PSUM_BITWIDTH-1:0] psum_in,
    output o_idle, o_load, o_conv, o_done,
    output signed [PSUM_BITWIDTH-1:0] psum_out
);
    wire [IFMAP_ADDR_BITWIDTH-1:0] ifmap_ra, ifmap_wa;
    wire [WGHT_ADDR_BITWIDTH-1:0]  wght_ra, wght_wa;
    wire [PSUM_ADDR_BITWIDTH-1:0]  psum_ra, psum_wa;
    wire ifmap_we, wght_we, psum_we;
    wire acc_sel, rst_psum;
    PE_control #(
        .DATA_BITWIDTH(DATA_BITWIDTH),
        .PSUM_BITWIDTH(PSUM_BITWIDTH),
        .IFMAP_ADDR_BITWIDTH(IFMAP_ADDR_BITWIDTH),
        .WGHT_ADDR_BITWIDTH(WGHT_ADDR_BITWIDTH),
        .PSUM_ADDR_BITWIDTH(PSUM_ADDR_BITWIDTH),
        .P(P),
        .Q(Q),
        .S(S)
    ) control (
        .clk(clk),
        .rst(rst),
        .start(start),
        .o_idle(o_idle),
        .o_load(o_load),
        .o_conv(o_conv),
        .o_done(o_done),
        .ifmap_ra(ifmap_ra),
        .wght_ra(wght_ra),
        .psum_ra(psum_ra),
        .ifmap_wa(ifmap_wa),
        .wght_wa(wght_wa),
        .psum_wa(psum_wa),
        .ifmap_we(ifmap_we),
        .wght_we(wght_we),
        .psum_we(psum_we),
        .acc_sel(acc_sel),
        .rst_psum(rst_psum)
    );
    PE_datapath #(
        .DATA_BITWIDTH(DATA_BITWIDTH),
        .PSUM_BITWIDTH(PSUM_BITWIDTH),
        .IFMAP_ADDR_BITWIDTH(IFMAP_ADDR_BITWIDTH),
        .WGHT_ADDR_BITWIDTH(WGHT_ADDR_BITWIDTH),
        .PSUM_ADDR_BITWIDTH(PSUM_ADDR_BITWIDTH)
    ) datapath (
        .clk(clk),
        .rst(rst),
        .ctrl_ifmap_ra(ifmap_ra),
        .ctrl_wght_ra(wght_ra),
        .ctrl_psum_ra(psum_ra),
        .ctrl_ifmap_wa(ifmap_wa),
        .ctrl_wght_wa(wght_wa),
        .ctrl_psum_wa(psum_wa),
        .ctrl_ifmap_we(ifmap_we),
        .ctrl_wght_we(wght_we),
        .ctrl_psum_we(psum_we),
        .ctrl_acc_sel(acc_sel),
        .ctrl_rst_psum(rst_psum),
        .ifmap_in(ifmap_in),
	    .wght_in(wght_in),
	    .psum_in(psum_in),
        .psum_out(psum_out)
    );
endmodule
module RF #(
    parameter DATA_BITWIDTH = 32,
    parameter ADDR_BITWIDTH = 5  
)(
    input  wire                   clk,
    input  wire                   rst,
    input  wire [ADDR_BITWIDTH-1:0]  ra,
    output wire [DATA_BITWIDTH-1:0]  rd,
    input  wire                      we,
    input  wire [ADDR_BITWIDTH-1:0]  wa,
    input  wire [DATA_BITWIDTH-1:0]  wd
);
    localparam REG_COUNT = 1 << ADDR_BITWIDTH;
    integer i;
    reg [DATA_BITWIDTH-1:0] registers [0:REG_COUNT-1];
    always @(posedge clk) begin
        if (rst) begin
            for (i = 0; i < REG_COUNT; i = i + 1) begin
                registers[i] <= {DATA_BITWIDTH{1'b0}};
            end
        end 
        else if(we) begin
            registers[wa] <= wd;
        end
    end
    assign rd = registers[ra];
endmodule
`timescale 1ns / 1ps
module SPad #( 
	parameter DATA_BITWIDTH = 16,
	parameter ADDR_BITWIDTH = 9 
)( 
	input clk,
	input rst,
	input re,
	input we,
	input [ADDR_BITWIDTH-1 : 0] ra,
	input [ADDR_BITWIDTH-1 : 0] wa,
	input signed [DATA_BITWIDTH-1 : 0] wd,
	output signed [DATA_BITWIDTH-1 : 0] rd
);
	reg [DATA_BITWIDTH-1 : 0] mem [0 : (1 << ADDR_BITWIDTH) - 1]; 
	reg [DATA_BITWIDTH-1 : 0] data;
	always@(posedge clk) begin : READ
		if(rst)
			data <= 0;
		else
		begin
			if(re) begin
				data <= mem[ra];
			end
			else begin
				data <= 10101;
			end
		end
	end
	assign rd = data;
	always@(posedge clk) begin : WRITE
		if(we && !rst) begin
			mem[wa] <= wd;
		end
	end
endmodule
--- design/flow/run.sh ---
#!/bin/bash
# OpenROAD 26Q1-2900-gdf79404cd8, Yosys 0.63+post, stock flow scripts
make -C /OpenROAD-flow-scripts/flow DESIGN_CONFIG=/design/flow/config.mk WORK_HOME=/design/flow/orfs finish
--- design/flow/config.mk ---
export PLATFORM = sky130hd
export DESIGN_NAME = PE_top
export DESIGN_NICKNAME = PE_top
export VERILOG_FILES = /design/flow/design.v
export SDC_FILE = /design/flow/constraint.sdc
export NUM_CORES = 4
export LEC_CHECK = 1
export CORE_UTILIZATION = 40
export SYNTH_MEMORY_MAX_BITS = 65536
--- design/flow/constraint.sdc ---
current_design PE_top

set clk_period 55.7
set clk_io_pct 0.2

create_clock -name clk0 -period $clk_period [get_ports {clk}]

set non_clock_inputs [all_inputs -no_clocks]
set_input_delay [expr $clk_period * $clk_io_pct] -clock clk0 $non_clock_inputs
set_output_delay [expr $clk_period * $clk_io_pct] -clock clk0 [all_outputs]
==> flow_summary.yaml <==
# physical design summary
drt:
  drt-vias-per-instance: 5.70
  drt_iter0_drc: 7924
  drc: 0
  ant_nets: 0
  routed_wl_mm: 604
  vias: 116000
  wl_per_cell_microns: 29.6
  drt-pass1-iter-count: 6
final_timing:
  setup_tns_ps: 0
  tightest_slew_ps: 1050
  fin_crit_sh_pct: 52.1
  finalCriticalPeriod_ps: 29000
  fmax_mhz: 34.5
  setup_viol: 0
  rsz0062_at_grt: "no"
  drv_slew: 0
  skew_ps: 56.3
  hold_viol: 0
  relSlewSlack_pct: 29.5
  fin_ws_ps: 26700
logic_synthesis:
  async_flop_share_pct: 0
  top_area_share_pct: 70.1
  edf_count: 5376
  simple_gate_area_share_pct: 4.81
  logic_family: "multiplexers"
  yosys_most_used_dff: "edfxtp_1"
  ys_types: 112
  adder_share_pct: 2.73
  top_cells_by_count: "5376 x edfxtp_1, 1696 x mux4_2, 1425 x nor2_1, 635 x clkbuf_1, 323 x nand2_1"
  ys_chip_area_sq_um: 230000
  ys_ff: 5533
  yosysTopAreaCell: "edfxtp_1"
  mux_area_share_pct: 16.8
  syn_area_per_cell_sq_um: 19.3
  area_leaders: "edfxtp_1 70%, mux4_2 17%, nor2_1 2.3%, fa_1 1.7%, dfxtp_1 1.4%"
  ys_sh_aoi_pct: 1.84
  synthCells: 12000
  yosys_cells: 12000
  ys_sh_xor_pct: 0.463
  yosys_warnings: 7
  ys_seq_share_pct: 71.5
  most_common_cell: "edfxtp_1"
  netlist_area_sq_um: 230000
die:
  die_y_microns: 761
  design.core.area_sq_um: 573000
  fp_util_pct: 40.2
  dieArea_sq_um: 579000
  die-width_microns: 761
  pin_count: 103
  fp-row-count: 278
finish:
  largest_register_ffs: 4096
  final_cells: 20400
  fillers: 46500
  reg_top3: "datapath.spad_weight.mem (4096), datapath.psum_RF.registers (1024), datapath.ifmap_RF.registers (256)"
  largest-register: "datapath.spad_weight.mem"
  drive_above_1_share_pct: 25.6
  logic_area_sq_um: 61900
  finish.utilization_pct: 45.5
  regArea_sq_um: 165000
  syn_to_final_growth_pct: 13.1
worst_setup_path:
  critPathArrivalTime_ps: 17860
  cp-end-kind: "primary output"
  cp_max_fo: 33
  worstSetupStartpointType: "primary input"
  path_class: "primary input to primary output"
  worstPathRequired_ps: 44560
run:
  drv_cap: 0
  warnings: 68
place:
  dpl.hpwl_mm: 362
  dpl.cell_count: 19400
  pre_cts_ws_ps: 26610
  place.port_buffers: 102
  gp_congestion: 0.898
global_route:
  antenna_found_initial: 34
  grt_pass1_vias: 129000
  grt_usage_pct: 23.0
  use_met2_pct: 33.1
  grt_pass1_wl_mm: 878
  grtUsageMet1_pct: 25.9
  grt_overflow: 0
  grt_max_degree: 129
  grt.busiest_layer: "met2"
  grt_util_met3_pct: 19.1
clock_tree:
  cts_root_buf: "clkbuf_16"
  cts_sinks: 5533
  cts_buffers: 556
  cts_resized: 0
  cts_setup_buffers: 0
  cts_tree: "done"
  hold_buffers: 0
  cts_max_level: 6
  cts.path.max_buffers: 4
  clk_transition_reported_paths_ps: 60
  clk_latency_ps: 1090
power_and_ir_drop:
  power_mw: 8.48
  peakVddDrop_v: 0.0000333
  p_leak_nw: 83.7
  p_per_area_nw_per_um2: 32.6
worst_hold_path:
  hp-class: "flip-flop to flip-flop"
outcome:
  outcome: "finished, final reports clean"
## final timing paths
path / start / slack [ps] / endpoint / cells past startpoint
min reg2reg: control.state[0] / 480 / control.state[0] / 2
max: psum_in[1] / 26700 / psum_out[29] / 27
min: control.state[0] / 480 / control.state[0] / 2
max reg2reg: control.iter_cnt[3] / 45530 / control.wght_ra[7] / 37
## layer usage
layer / vias up / share of wire [%]
met3: 1304 / 19
li1: 48700 / -
met1: 58000 / 31
met5: - / 0.22
met2: 8328 / 46
met4: 51 / 4.2
## cell families (layout without fill, tap and decap cells)
| kind of cell | Yosys count | count (layout) |
|---|---|---|
| buf+inv | 1117 | 2012 |
| xor+xnor | 121 | 121 |
| fa+ha+maj | 384 | 384 |
| compound gates | 581 | 581 |
| simple gates | 2466 | 2466 |
| mux | 1748 | 1748 |
| other cells | 0 | 12 |
| flops | 5533 | 5533 |
## worst max-delay path, cell delays in order
cell and delay (ps):
clkdlybuf4s50_1 390, mux2i_1 380, inv_1 90, ha_1 290, a21o_1 180, a21oi_1 270
o21ai_0 130, a21oi_1 310, o21ai_0 140, a21oi_1 280, o21ai_0 120, a21oi_1 280
o21ai_0 150, a21oi_1 350, o21a_1 170, o21ai_0 130, a31oi_1 290, a21oi_1 220
a211o_1 310, a31oi_1 470, nor2b_1 90, o21ai_0 260, nand2b_1 150, xnor2_2 160
buf_4 380, inv_1 200, clkdlybuf4s50_1 460
## report_power, final
| part | internal (mW) | total, mW | leakage [nW] | switching [mW] |
|---|---|---|---|---|
| clock | 2.08 | 3.64 | 8.61 | 1.56 |
| sequential | 4.60 | 4.61 | 51.3 | 0.0128 |
| combinational | 0.0554 | 0.231 | 23.7 | 0.176 |
| total | 6.73 | 8.48 | 83.7 | 1.75 |
## layout by cell type, fill, tap and decap left out, drive strengths merged, types with 19 or more instances in the layout
cell type | Yosys | routed
nand2 | 324 | 324
dfxtp | 157 | 157
and2 | 102 | 102
a31oi | 52 | 52
clkdlybuf4s50 | 0 | 85
o211ai | 20 | 20
mux2 | 37 | 37
edfxtp | 5376 | 5376
o21a | 19 | 19
nor2 | 1427 | 1427
inv | 305 | 340
and3 | 278 | 278
mux4 | 1696 | 1696
nand4 | 20 | 20
nor2b | 77 | 77
ha | 185 | 185
a22oi | 71 | 71
clkbuf | 636 | 718
nand2b | 47 | 47
o21ai | 86 | 86
xor2 | 31 | 31
a22o | 35 | 35
nand3 | 77 | 77
fa | 197 | 197
buf | 175 | 616
xnor2 | 90 | 90
a21oi | 100 | 100
bufinv | 0 | 38
a221oi | 37 | 37
nor3 | 40 | 40
a21o | 35 | 35
clkinv | 1 | 200
## cell type report
type	instances	share of cell area (%)
multi-input combinational	5300	23.8
sequential	5533	63.2
clock inverter	287	1.04
timing repair buffer	701	2.19
tap	7560	3.63
clock buffer	718	5.73
inverter	306	0.441
antenna	12	0.0115
## metrics by stage
| step | hold slack, ps | area [sq um] |
|---|---|---|
| after floorplan | 393 | 230000 |
| after global placement | 467 | 243000 |
| after detailed placement | 475 | 243000 |
| after CTS | 483 | 261000 |
| after global routing | 519 | 261000 |
| final | 484 | 261000 |
No activity file was given, so power comes from the tool's default toggle rates.
